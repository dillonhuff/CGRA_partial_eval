$ cat /design/flow/run.sh
#!/bin/bash
# OpenROAD 26Q1-2900-gdf79404cd8, Yosys 0.63+post, stock flow scripts
make -C /OpenROAD-flow-scripts/flow DESIGN_CONFIG=/design/flow/config.mk WORK_HOME=/design/flow/orfs finish
$ cat /design/flow/config.mk
export PLATFORM = sky130hd
export DESIGN_NAME = sb_unq2
export DESIGN_NICKNAME = sb_unq2
export VERILOG_FILES = /design/flow/design.v
export SDC_FILE = /design/flow/constraint.sdc
export NUM_CORES = 4
export LEC_CHECK = 1
export CORE_UTILIZATION = 50
$ cat /design/flow/constraint.sdc
current_design sb_unq2

set clk_period 9.5
set clk_io_pct 0.2

create_clock -name clk0 -period $clk_period [get_ports {clk}]

set non_clock_inputs [all_inputs -no_clocks]
set_input_delay [expr $clk_period * $clk_io_pct] -clock clk0 $non_clock_inputs
set_output_delay [expr $clk_period * $clk_io_pct] -clock clk0 [all_outputs]
$ cat /design/flow/design.v
module sb_unq2 (
clk, reset,
pe_output_0,
out_0_0,
in_0_0,
out_0_1,
in_0_1,
out_0_2,
in_0_2,
out_0_3,
in_0_3,
out_0_4,
in_0_4,
out_1_0,
in_1_0,
out_1_1,
in_1_1,
out_1_2,
in_1_2,
out_1_3,
in_1_3,
out_1_4,
in_1_4,
out_2_0,
in_2_0,
out_2_1,
in_2_1,
out_2_2,
in_2_2,
out_2_3,
in_2_3,
out_2_4,
in_2_4,
out_3_0,
in_3_0,
out_3_1,
in_3_1,
out_3_2,
in_3_2,
out_3_3,
in_3_3,
out_3_4,
in_3_4,
config_addr,
config_data,
config_en
);
  input  clk;
  input  reset;
  input  config_en;
  input [31:0] config_data;
  input [31:0] config_addr;
  input [0:0] pe_output_0;
  output [0:0] out_0_0;
  input [0:0] in_0_0;
  output [0:0] out_0_1;
  input [0:0] in_0_1;
  output [0:0] out_0_2;
  input [0:0] in_0_2;
  output [0:0] out_0_3;
  input [0:0] in_0_3;
  output [0:0] out_0_4;
  input [0:0] in_0_4;
  output [0:0] out_1_0;
  input [0:0] in_1_0;
  output [0:0] out_1_1;
  input [0:0] in_1_1;
  output [0:0] out_1_2;
  input [0:0] in_1_2;
  output [0:0] out_1_3;
  input [0:0] in_1_3;
  output [0:0] out_1_4;
  input [0:0] in_1_4;
  output [0:0] out_2_0;
  input [0:0] in_2_0;
  output [0:0] out_2_1;
  input [0:0] in_2_1;
  output [0:0] out_2_2;
  input [0:0] in_2_2;
  output [0:0] out_2_3;
  input [0:0] in_2_3;
  output [0:0] out_2_4;
  input [0:0] in_2_4;
  output [0:0] out_3_0;
  input [0:0] in_3_0;
  output [0:0] out_3_1;
  input [0:0] in_3_1;
  output [0:0] out_3_2;
  input [0:0] in_3_2;
  output [0:0] out_3_3;
  input [0:0] in_3_3;
  output [0:0] out_3_4;
  input [0:0] in_3_4;
  reg [63:0] config_sb;
  always @(posedge clk) begin
    if (reset==1'b1) begin
      config_sb <= 64'd0;
    end else begin
      if (config_en==1'b1) begin
         case (config_addr[31:24])
           8'd0: config_sb[31:0] <= config_data;
           8'd1: config_sb[63:32] <= config_data;
           default: ;
         endcase
      end
    end
  end
  reg [0:0] out_0_0_i;
  always @(*) begin
    case (config_sb[1:0])
        2'd0: out_0_0_i = in_1_0;
        2'd1: out_0_0_i = in_2_0;
        2'd2: out_0_0_i = in_3_0;
        2'd3: out_0_0_i = pe_output_0;
    endcase
  end
  reg [0:0] out_0_0_id1;
  always @(posedge clk) begin
    out_0_0_id1 <= out_0_0_i;
  end
  assign out_0_0 = config_sb[40]?out_0_0_id1:out_0_0_i; 
  reg [0:0] out_0_1_i;
  always @(*) begin
    case (config_sb[3:2])
        2'd0: out_0_1_i = in_1_1;
        2'd1: out_0_1_i = in_2_1;
        2'd2: out_0_1_i = in_3_1;
        2'd3: out_0_1_i = pe_output_0;
    endcase
  end
  reg [0:0] out_0_1_id1;
  always @(posedge clk) begin
    out_0_1_id1 <= out_0_1_i;
  end
  assign out_0_1 = config_sb[41]?out_0_1_id1:out_0_1_i; 
  reg [0:0] out_0_2_i;
  always @(*) begin
    case (config_sb[5:4])
        2'd0: out_0_2_i = in_1_2;
        2'd1: out_0_2_i = in_2_2;
        2'd2: out_0_2_i = in_3_2;
        2'd3: out_0_2_i = pe_output_0;
    endcase
  end
  reg [0:0] out_0_2_id1;
  always @(posedge clk) begin
    out_0_2_id1 <= out_0_2_i;
  end
  assign out_0_2 = config_sb[42]?out_0_2_id1:out_0_2_i; 
  reg [0:0] out_0_3_i;
  always @(*) begin
    case (config_sb[7:6])
        2'd0: out_0_3_i = in_1_3;
        2'd1: out_0_3_i = in_2_3;
        2'd2: out_0_3_i = in_3_3;
        2'd3: out_0_3_i = pe_output_0;
    endcase
  end
  reg [0:0] out_0_3_id1;
  always @(posedge clk) begin
    out_0_3_id1 <= out_0_3_i;
  end
  assign out_0_3 = config_sb[43]?out_0_3_id1:out_0_3_i; 
  reg [0:0] out_0_4_i;
  always @(*) begin
    case (config_sb[9:8])
        2'd0: out_0_4_i = in_1_4;
        2'd1: out_0_4_i = in_2_4;
        2'd2: out_0_4_i = in_3_4;
        2'd3: out_0_4_i = pe_output_0;
    endcase
  end
  reg [0:0] out_0_4_id1;
  always @(posedge clk) begin
    out_0_4_id1 <= out_0_4_i;
  end
  assign out_0_4 = config_sb[44]?out_0_4_id1:out_0_4_i; 
  reg [0:0] out_1_0_i;
  always @(*) begin
    case (config_sb[11:10])
        2'd0: out_1_0_i = in_0_0;
        2'd1: out_1_0_i = in_2_0;
        2'd2: out_1_0_i = in_3_0;
        2'd3: out_1_0_i = pe_output_0;
    endcase
  end
  reg [0:0] out_1_0_id1;
  always @(posedge clk) begin
    out_1_0_id1 <= out_1_0_i;
  end
  assign out_1_0 = config_sb[45]?out_1_0_id1:out_1_0_i; 
  reg [0:0] out_1_1_i;
  always @(*) begin
    case (config_sb[13:12])
        2'd0: out_1_1_i = in_0_1;
        2'd1: out_1_1_i = in_2_1;
        2'd2: out_1_1_i = in_3_1;
        2'd3: out_1_1_i = pe_output_0;
    endcase
  end
  reg [0:0] out_1_1_id1;
  always @(posedge clk) begin
    out_1_1_id1 <= out_1_1_i;
  end
  assign out_1_1 = config_sb[46]?out_1_1_id1:out_1_1_i; 
  reg [0:0] out_1_2_i;
  always @(*) begin
    case (config_sb[15:14])
        2'd0: out_1_2_i = in_0_2;
        2'd1: out_1_2_i = in_2_2;
        2'd2: out_1_2_i = in_3_2;
        2'd3: out_1_2_i = pe_output_0;
    endcase
  end
  reg [0:0] out_1_2_id1;
  always @(posedge clk) begin
    out_1_2_id1 <= out_1_2_i;
  end
  assign out_1_2 = config_sb[47]?out_1_2_id1:out_1_2_i; 
  reg [0:0] out_1_3_i;
  always @(*) begin
    case (config_sb[17:16])
        2'd0: out_1_3_i = in_0_3;
        2'd1: out_1_3_i = in_2_3;
        2'd2: out_1_3_i = in_3_3;
        2'd3: out_1_3_i = pe_output_0;
    endcase
  end
  reg [0:0] out_1_3_id1;
  always @(posedge clk) begin
    out_1_3_id1 <= out_1_3_i;
  end
  assign out_1_3 = config_sb[48]?out_1_3_id1:out_1_3_i; 
  reg [0:0] out_1_4_i;
  always @(*) begin
    case (config_sb[19:18])
        2'd0: out_1_4_i = in_0_4;
        2'd1: out_1_4_i = in_2_4;
        2'd2: out_1_4_i = in_3_4;
        2'd3: out_1_4_i = pe_output_0;
    endcase
  end
  reg [0:0] out_1_4_id1;
  always @(posedge clk) begin
    out_1_4_id1 <= out_1_4_i;
  end
  assign out_1_4 = config_sb[49]?out_1_4_id1:out_1_4_i; 
  reg [0:0] out_2_0_i;
  always @(*) begin
    case (config_sb[21:20])
        2'd0: out_2_0_i = in_0_0;
        2'd1: out_2_0_i = in_1_0;
        2'd2: out_2_0_i = in_3_0;
        2'd3: out_2_0_i = pe_output_0;
    endcase
  end
  reg [0:0] out_2_0_id1;
  always @(posedge clk) begin
    out_2_0_id1 <= out_2_0_i;
  end
  assign out_2_0 = config_sb[50]?out_2_0_id1:out_2_0_i; 
  reg [0:0] out_2_1_i;
  always @(*) begin
    case (config_sb[23:22])
        2'd0: out_2_1_i = in_0_1;
        2'd1: out_2_1_i = in_1_1;
        2'd2: out_2_1_i = in_3_1;
        2'd3: out_2_1_i = pe_output_0;
    endcase
  end
  reg [0:0] out_2_1_id1;
  always @(posedge clk) begin
    out_2_1_id1 <= out_2_1_i;
  end
  assign out_2_1 = config_sb[51]?out_2_1_id1:out_2_1_i; 
  reg [0:0] out_2_2_i;
  always @(*) begin
    case (config_sb[25:24])
        2'd0: out_2_2_i = in_0_2;
        2'd1: out_2_2_i = in_1_2;
        2'd2: out_2_2_i = in_3_2;
        2'd3: out_2_2_i = pe_output_0;
    endcase
  end
  reg [0:0] out_2_2_id1;
  always @(posedge clk) begin
    out_2_2_id1 <= out_2_2_i;
  end
  assign out_2_2 = config_sb[52]?out_2_2_id1:out_2_2_i; 
  reg [0:0] out_2_3_i;
  always @(*) begin
    case (config_sb[27:26])
        2'd0: out_2_3_i = in_0_3;
        2'd1: out_2_3_i = in_1_3;
        2'd2: out_2_3_i = in_3_3;
        2'd3: out_2_3_i = pe_output_0;
    endcase
  end
  reg [0:0] out_2_3_id1;
  always @(posedge clk) begin
    out_2_3_id1 <= out_2_3_i;
  end
  assign out_2_3 = config_sb[53]?out_2_3_id1:out_2_3_i; 
  reg [0:0] out_2_4_i;
  always @(*) begin
    case (config_sb[29:28])
        2'd0: out_2_4_i = in_0_4;
        2'd1: out_2_4_i = in_1_4;
        2'd2: out_2_4_i = in_3_4;
        2'd3: out_2_4_i = pe_output_0;
    endcase
  end
  reg [0:0] out_2_4_id1;
  always @(posedge clk) begin
    out_2_4_id1 <= out_2_4_i;
  end
  assign out_2_4 = config_sb[54]?out_2_4_id1:out_2_4_i; 
  reg [0:0] out_3_0_i;
  always @(*) begin
    case (config_sb[31:30])
        2'd0: out_3_0_i = in_0_0;
        2'd1: out_3_0_i = in_1_0;
        2'd2: out_3_0_i = in_2_0;
        2'd3: out_3_0_i = pe_output_0;
    endcase
  end
  reg [0:0] out_3_0_id1;
  always @(posedge clk) begin
    out_3_0_id1 <= out_3_0_i;
  end
  assign out_3_0 = config_sb[55]?out_3_0_id1:out_3_0_i; 
  reg [0:0] out_3_1_i;
  always @(*) begin
    case (config_sb[33:32])
        2'd0: out_3_1_i = in_0_1;
        2'd1: out_3_1_i = in_1_1;
        2'd2: out_3_1_i = in_2_1;
        2'd3: out_3_1_i = pe_output_0;
    endcase
  end
  reg [0:0] out_3_1_id1;
  always @(posedge clk) begin
    out_3_1_id1 <= out_3_1_i;
  end
  assign out_3_1 = config_sb[56]?out_3_1_id1:out_3_1_i; 
  reg [0:0] out_3_2_i;
  always @(*) begin
    case (config_sb[35:34])
        2'd0: out_3_2_i = in_0_2;
        2'd1: out_3_2_i = in_1_2;
        2'd2: out_3_2_i = in_2_2;
        2'd3: out_3_2_i = pe_output_0;
    endcase
  end
  reg [0:0] out_3_2_id1;
  always @(posedge clk) begin
    out_3_2_id1 <= out_3_2_i;
  end
  assign out_3_2 = config_sb[57]?out_3_2_id1:out_3_2_i; 
  reg [0:0] out_3_3_i;
  always @(*) begin
    case (config_sb[37:36])
        2'd0: out_3_3_i = in_0_3;
        2'd1: out_3_3_i = in_1_3;
        2'd2: out_3_3_i = in_2_3;
        2'd3: out_3_3_i = pe_output_0;
    endcase
  end
  reg [0:0] out_3_3_id1;
  always @(posedge clk) begin
    out_3_3_id1 <= out_3_3_i;
  end
  assign out_3_3 = config_sb[58]?out_3_3_id1:out_3_3_i; 
  reg [0:0] out_3_4_i;
  always @(*) begin
    case (config_sb[39:38])
        2'd0: out_3_4_i = in_0_4;
        2'd1: out_3_4_i = in_1_4;
        2'd2: out_3_4_i = in_2_4;
        2'd3: out_3_4_i = pe_output_0;
    endcase
  end
  reg [0:0] out_3_4_id1;
  always @(posedge clk) begin
    out_3_4_id1 <= out_3_4_i;
  end
  assign out_3_4 = config_sb[59]?out_3_4_id1:out_3_4_i; 
endmodule
==> run notes <==
fresh numbers from the pnr run: outcome=complete, no violations, post-CTS setup buffer count=0, Routed WL per cell=15.5 um, hold-fix buffers at CTS=0, DRC Markers=0, DR vias=2483, startpoint types=input port, Crit path required time=7.60 ns, vias in the first global route=between 2000 and 2500, crit path to=out_0_3[0], Cell Type Count=21, largest net degree at the start of global routing=89, clk buf depth=2, Pre-Repair DR Iteration Count=4, Syn Area/Cell=12.1 um2, first-pass GRT wire length=11900 um, Worst Tran Pin Value=0.751 ns, Routed Antenna Nets=0, crit path launch=pe_output_0[0], clock sink total=80, remaining global-route overflow=0, # fillers=558, worst-path fanout max=20, Crit. End Element=output pin, total core area=0.00691 mm2, Final Max Tran Viols=0, Most flops, register=config_sb, number of flip-flops under the largest register name=60, RSZ-0062 raised after global routing=no, Post-Route WL=7430 um, clock-pin slew on the worst setup and hold paths=0.08 ns, Hold Vio Cnt, Final=0, vias per cell=5.19, clock root buffer=clkbuf_8, register area=0.00160 mm2, post-synth design cell area=around 0.0036 mm2, Pwr Total=664 uW, Peak VDD IR=0.0000997 V, crit path time final=5.98 ns, die height=87.1 um, Reg2Reg Depth=1, max cap viols=0, Final period util=63.0%, FP Util=52.4%, Util after Layout=68.0%, Diodes inserted=0, CTS tree=built, Log Warnings=50, Fmax=167 MHz, Slew HR=around half, DP Wirelength=5190 um, Clock H-tree levels=3, Cell Pwr Density=141 mW/mm2, reg2reg start=config_sb[20], Crit path arrival time=4.08 ns, YS warnings=1, YS chip area=between 0.003 and 0.004 mm2, reg-to-reg endpoint=out_2_0_id1, Seq/Total Area, Yosys=44.3%, port bufs=83, clk latency late pin=about 0.35 ns, chip area=0.00758 mm2, DIE WIDTH=~87 um, initial antenna violation count=0, gpl congestion=0.814, Hold Crit Class=flop to flop, Post-synth top flop=dfxtp_1, logic area=around 0.0019 mm2, area grow syn2layout=29.9%, Row Count=30, clk_skew=0.0125 ns, setup TNS=0 ns, DRT iter0 DRCs=~120, leakage=about 0.0018 uW, GRT Total Usage=a little over a fifth, yosys stat cell total=300, EDFF count, synth=0, gate count after technology mapping=roughly 300, TritonCTS Buffers=9, ratio of cells with drive above 1 in the final layout=16.5%, # setup viols final=0, ys flops=80, num ports=108, Worst Setup Path Type=input port to output pin, Resized Gates After CTS=0, FFs w/ async S/R, synth=0%, setup slack, reg-to-reg=8.42 ns
[per-stage QoR]
step / setup slack [ns] / area, um2 / std cells / hold slack (ns)
after detailed placement: 3.55 / 4500 / 462 / 0.471
after global placement: 3.53 / 4500 / 462 / 0.465
after floorplan: 4.84 / 3620 / 300 / 0.453
final: 3.52 / 4700 / 478 / 0.483
after global routing: 3.43 / 4700 / 478 / 0.504
after CTS: 3.55 / 4700 / 478 / 0.486
[critical path, stage by stage]
cell and delay (ns):
clkdlybuf4s50_1 0.80, mux4_2 0.69, mux2_2 0.29, clkdlybuf4s50_1 0.40
[kinds of logic (layout without fill, tap and decap cells)]
logic type	count (synthesis)	after routing	synth area share (%)
buffers and inverters	20	102	2.52
flip-flops	80	80	44.3
multiplexers	96	96	34.2
AND/OR/NAND/NOR	96	96	17.7
AND-OR/OR-AND	8	8	1.38
[layer usage]
layer	global-route usage (%)	share of wire [%]
met1	33.6	49
met2	34.6	46
met3	5.10	4.9
met4	1.52	0.65
met5	0	0
[worst min path at each step]
stage                  from             to  slack [ns]  depth (start not counted)
finish         config_sb[3]   config_sb[3]        0.48                          2
global route  config_sb[13]  config_sb[13]        0.50                          2
CTS           config_sb[58]  config_sb[58]        0.49                          2
[cells in the final DEF, fill, tap and decap left out, types with 2 or more instances in the layout]
cell type,instances
a21oi_1,4
buf_4,3
clkbuf_8,9
clkdlybuf4s50_1,82
clkinv_4,2
dfxtp_1,80
mux2_2,20
mux2i_1,56
mux4_2,20
nand2b_1,84
nand4b_1,4
o31ai_1,4
[cell usage after synthesis, drive strengths merged, types with 4 or more instances]
cell type	n	area share, %
mux4	20	12
mux2	20	6.2
buf	6	1.1
nand4b	4	0.97
o31ai	4	0.83
a21oi	4	0.55
dfxtp	80	44
nand2b	84	15
clkbuf	14	1.5
mux2i	56	15
[final cells by class]
| type | count | area share (%) |
|---|---|---|
| Multi-Input combinational cell | 200 | 41.0 |
| Sequential cell | 80 | 34.1 |
| Timing Repair Buffer | 86 | 18.1 |
| Clock buffer | 9 | 2.64 |
| Tap cell | 96 | 2.56 |
| Clock inverter | 7 | 1.70 |
[power breakdown]
group          total (uW)  switching [uW]  leakage (uW)  internal, uW
registers             341            1.10      0.000652           340
logic                68.3            21.8       0.00101          46.5
clock network         255             130      0.000102           125
total                 664             153       0.00176           511
Power figures rest on the tool's default switching activity, not on a simulated workload.
