### /design/flow/design.v
module fifo_control_unq1(
clk,
reset,
data_in,
wen,
data_out,
stall_read,
valid,
almost_full,
almost_empty,
almost_count,
depth,
addr_to_mem,
data_to_mem,
data_from_mem,
wen_to_mem,
ren_to_mem
);
input clk;
input reset;
input [15:0] data_in;
input wen;
input stall_read;
input [3:0] almost_count;
input [31:0] data_from_mem;
input [13:0] depth;
output valid;
output wen_to_mem;
output ren_to_mem;
output [15:0] data_out;
output [31:0] data_to_mem;
output reg [15:0] addr_to_mem;
output reg almost_full;
output reg almost_empty;
reg phase;
reg input_sr_ren_w1;
reg input_sr_ren_w2;
reg output_sr_ren;
reg output_sr_wen_w1;
reg output_sr_wen_w2;
reg prev_stall_read;
reg delay_outputs;
reg warp;
reg [1:0] read_state;
reg [1:0] read_state_d1;
reg [1:0] read_state_d2;
reg [1:0] read_state_d3;
reg [15:0] read_addr;
reg [15:0] write_addr;
reg [15:0] num_words_mem;
reg [15:0] num_words_read;
reg [15:0] data_out_d1;
reg valid_d1;
wire input_sr_a1;
wire input_sr_a2;
wire move_last_pixel_from_sr_to_sr;
wire [31:0] output_sr_data_in;
wire [15:0] warp_addr;
wire [15:0] total_word_count;
wire [1:0] input_sr_count;
wire [15:0] data_out_d0;
wire valid_d0;
wire [15:0] depth_even;
wire stall_read_int;
input_sr_unq1  input_sr(
.clk(clk),
.reset(reset),
.data_in(data_in),
.wen(wen),
.data_out(data_to_mem),
.avail_w1(input_sr_a1),
.avail_w2(input_sr_a2),
.ren_w1(input_sr_ren_w1),
.ren_w2(input_sr_ren_w2),
.count(input_sr_count)
);
output_sr_unq1  output_sr(
.clk(clk),
.reset(reset),
.data_in(output_sr_data_in),
.wen_w1(output_sr_wen_w1),
.wen_w2(output_sr_wen_w2),
.data_out(data_out_d0),
.avail(output_sr_data_avail),
.ren(output_sr_ren),
.valid(valid_d0)
);
always @(posedge clk or posedge reset) begin
  if (reset==1'b1) begin
    phase <= 1'b0;
  end else begin
    phase <= ~phase;
  end
end
assign move_last_pixel_from_sr_to_sr = (read_state_d2==2'd1) && (read_state_d1==2'd0) && (input_sr_count==2'd1) && (((num_words_read+1'b1)==depth)) ; 
assign output_sr_data_in = (input_sr_ren_w1==1'b1)?data_to_mem:data_from_mem;
assign wen_to_mem = input_sr_ren_w2;
assign depth_even = ((depth>>1)<<1);
always @(posedge clk or posedge reset) begin
  if (reset==1'b1) begin
    input_sr_ren_w1 <= 1'b0;
    input_sr_ren_w2 <= 1'b0;
  end else begin
    input_sr_ren_w2 <= 1'b0;
    input_sr_ren_w1 <= 1'b0;
    if (phase==1'b0) begin  
      if (input_sr_a2==1'b1) begin
        input_sr_ren_w2 <= 1'b1;
        input_sr_ren_w1 <= 1'b0;
      end else if (move_last_pixel_from_sr_to_sr==1'b1) begin
        input_sr_ren_w2 <= 1'b0;
        input_sr_ren_w1 <= 1'b1;
      end
    end else begin 
    end
  end
end
assign warp_addr = ((depth + almost_count) >> 1) - 16'd1;
assign total_word_count = num_words_mem + input_sr_count;
assign ren_to_mem = (phase==1'b0) & (read_state==2'd1);
always @(posedge clk or posedge reset) begin
  if (reset==1'b1) begin
    num_words_mem <= 16'd0;
    read_addr <= 16'd0;
    write_addr <= 16'd0;
  end else begin
    if (phase==1'b1) begin 
      if (input_sr_ren_w2 == 1'b1) begin
        if (write_addr>=warp_addr) begin
          write_addr <= 16'd0;
        end else begin
        write_addr <= write_addr + 1;
        end
        num_words_mem <= num_words_mem + 2;
      end
    end else begin
      if (read_state==2'd1) begin
        if (read_addr>=warp_addr) begin
          read_addr <= 16'd0;
        end else begin
          read_addr <= read_addr + 1;
        end
        num_words_mem <= num_words_mem - 2;
      end
    end
  end
end
assign stall_read_int = (total_word_count<(depth-3'd5));  
always @(posedge clk or posedge reset) begin
  if (reset==1'b1) begin
    read_state <= 2'd0;
    num_words_read <= 16'd0;
    delay_outputs <= 1'b0;
    warp <= 1'b0;
  end else begin
    if (phase==1'b0) begin
      warp <= 1'b0;
      if ((read_state == 2'd0) && (stall_read==1'b0) && (stall_read_int==1'b0)) begin  
        read_state <= 2'd1; 
        delay_outputs <= prev_stall_read;
      end else if ((read_state == 2'd1) && (stall_read==1'b0) && ((num_words_read+2'd2)<depth_even)) begin 
        read_state <= 2'd1;  
        num_words_read <= (warp==1'b1)?16'd2:num_words_read + 16'd2;
      end else if ((read_state == 2'd1) && (stall_read==1'b1) && ((num_words_read+2'd2)<depth_even)) begin
        read_state <= 2'd2;  
      end else if ((read_state == 2'd1) && ((num_words_read+2'd2)>=depth_even)) begin
        if ((stall_read==1'b0) && (total_word_count>=depth)) begin
          read_state <= 2'd1;
        end else begin
          read_state <= 2'd0;
          delay_outputs <= 1'b0;
        end
        warp <= 1'b1;        
        num_words_read <= num_words_read + 16'd2;
      end else if ((read_state == 2'd2) && (stall_read==1'b0)) begin
        read_state <= 2'd1;  
        delay_outputs <= prev_stall_read;
      end
    end
  end
end
always @(posedge clk or posedge reset) begin
  if (reset==1'b1) begin
    output_sr_wen_w1 <= 1'b0;
    output_sr_wen_w2 <= 1'b0;
    output_sr_ren <= 1'b0;
  end else begin
    output_sr_wen_w1 <= 1'b0;
    output_sr_wen_w2 <= 1'b0;
    output_sr_ren <= 1'b0;
    if (phase==1'b0) begin
      if (read_state_d1==2'd1) begin
        output_sr_wen_w2 <= 1'b1;
      end
      if ((read_state_d2==2'd1) && (read_state_d1==2'd0) && (input_sr_count==2'd1) && (((num_words_read+1'b1)==depth))) begin
        output_sr_wen_w1 <= 1'b1;
      end
    end
    if ((output_sr_data_avail==1'b1)&&(stall_read==1'b0)) begin
      output_sr_ren <= 1'b1;
    end
  end
end
always @(posedge clk) begin
  prev_stall_read <= (stall_read || stall_read_int);
  read_state_d1 <= read_state;
  read_state_d2 <= read_state_d1;
  read_state_d3 <= read_state_d2;
  valid_d1 <= valid_d0;
  data_out_d1 <= data_out_d0;
  almost_full <= (total_word_count>=depth);
  almost_empty  <= (total_word_count<=almost_count);
end
assign data_out = (delay_outputs==1'b1)?data_out_d1:data_out_d0;
assign valid = (delay_outputs==1'b1)?valid_d1:valid_d0;
always @(*) begin
  if (phase==1'b1) begin
    addr_to_mem = read_addr;
  end else begin
    addr_to_mem = write_addr;
  end
end
endmodule
module input_sr_unq1(
clk,
reset,
data_in,
wen,
data_out,
avail_w1,
avail_w2,
ren_w1,
ren_w2,
count
);
  input clk;
  input reset;
  input [15:0] data_in;
  input ren_w1;
  input ren_w2;
  input wen;
  output reg avail_w1;
  output reg avail_w2;
  output reg [31:0] data_out;
  reg [47:0] data_sr;
  output reg [1:0] count;
  always @(posedge clk) begin
   if (wen==1'b1) begin
     data_sr <= {data_sr[31:0],data_in};
   end
  end
  always @(posedge clk) begin
  end
  always @(posedge clk or posedge reset) begin
    if (reset==1'b1) begin
      count <= 2'd0;
    end else begin
      if (wen==1'b1 && (ren_w2==1'b0 && ren_w1==1'b0)) begin
        count <= count + 2'd1;
      end else if (wen==1'b1 && ren_w2==1'b1) begin
        count <= count - 2'd1;
      end else if (wen==1'b0 && ren_w2==1'b1) begin
        count <= count - 2'd2;
      end else if (wen==1'b0 && ren_w1==1'b1) begin
        count <= count - 2'd1;
      end else if (wen==1'b1 && ren_w1==1'b1) begin
        count <= count;
      end
    end
  end
  always @(*) begin
      avail_w2 <= 1'b0;
      if (wen==1'b0 && ren_w2==1'b0) begin
        avail_w2 <= (count >= 2'd2);        
      end else if (wen==1'b0 && ren_w2==1'b1) begin
        avail_w2 <= 1'b0;      
      end else if (wen==1'b1 && ren_w2==1'b0) begin
        avail_w2 <= (count >= 2'd1);      
      end else if (wen==1'b1 && ren_w2==1'b1) begin
        avail_w2 <= (count == 2'd3);      
      end
  end
  always @(*) begin
      avail_w1 <= 1'b0;
      if (wen==1'b0 && ren_w1==1'b0 && ren_w2==1'b0) begin
        avail_w1 <= (count >= 2'd1);      
      end else if (wen==1'b0 && ren_w1==1'b0 && ren_w2==1'b1) begin
        avail_w1 <= (count == 2'd3); 
      end else if (wen==1'b0 && ren_w1==1'b1) begin
        avail_w1 <= (count >= 2'd2);      
      end else if (wen==1'b1 && ren_w1==1'b0 && ren_w2==1'b0) begin
        avail_w1 <= 1'b1;      
      end else if (wen==1'b1 && ren_w1==1'b0 && ren_w2==1'b1) begin
        avail_w1 <= (count >= 2'd2);
      end else if (wen==1'b1 && ren_w1==1'b1) begin
        avail_w1 <= 1'b1;      
      end
  end
  always @(*) begin
    if (ren_w2==1'b1) begin
      if (count==2'd2) begin
        data_out <= data_sr[31:0];
      end else if (count==2'd3) begin
        data_out <= data_sr[47: 16];
      end
    end else if (ren_w1==1'b1) begin
      if (count==2'd1) begin
        data_out <= {16'd0, data_sr[15:0]};
      end else if (count==2'd2) begin
        data_out <= {16'd0, data_sr[31:16]};
      end else if (count==2'd3) begin
        data_out <= {16'd0, data_sr[47: 32]};
      end
    end else begin
      data_out <= 32'd0;
    end
  end
endmodule
module output_sr_unq1(
clk,
reset,
data_in,
wen_w1,
wen_w2,
data_out,
avail,
ren,
valid
);
  input clk;
  input reset;
  input [31:0] data_in;
  input wen_w2;
  input wen_w1;
  input ren;
  output reg valid;
  output reg avail;
  output reg [15:0] data_out;
  reg [47:0] data_sr;
  reg [1:0] count;
  always @(posedge clk) begin
   if (wen_w2==1'b1) begin
     data_sr <= {data_sr[15:0],data_in};
   end else if (wen_w1==1'b1) begin
     data_sr <= {data_sr[31:0],data_in[15:0]};
   end
  end
  always @(posedge clk or posedge reset) begin
    if (reset==1'b1) begin
      count <= 2'd0;
    end else begin
      if (((wen_w1==1'b0) && (wen_w2==1'b0)) && ren==1'b1) begin
        count <= count - 2'd1;
      end else if (wen_w1==1'b1 && ren==1'b0) begin
        count <= count + 2'd1;
      end else if (wen_w2==1'b1 && ren==1'b0) begin
        count <= count + 2'd2;
      end else if (wen_w1==1'b1 && ren==1'b1) begin
        count <= count;
      end else if (wen_w2==1'b1 && ren==1'b1) begin
        count <= count + 2'd1;
      end
    end
  end
  always @(*) begin
      avail <= 1'b0;
      if (((wen_w1==1'b0)&&(wen_w2==1'b0)) && ren==1'b0) begin
        avail <= (count >= 2'd1);
      end else if (((wen_w1==1'b0)&&(wen_w2==1'b0)) && ren==1'b1) begin
        avail <= (count >= 2'd2);
      end else if ((wen_w1==1'b1||wen_w2==1'b1) && ren==1'b0) begin
        avail <= 1'b1;
      end else if ((wen_w1==1'b1||wen_w2==1'b1) && ren==1'b1) begin
        avail <= 1'b1;
      end
  end
  always @(*) begin
    if (ren==1'b1) begin
      if (count==2'd1) begin
        data_out <= {data_sr[15:0]};
      end else if (count==2'd2) begin
        data_out <= {data_sr[31:16]};
      end else if (count==2'd3) begin
        data_out <= {data_sr[47: 32]};
      end
    end else begin
      data_out <= 16'd0;
    end
  end
  always @(*) begin
    if ((ren==1'b1) && (count>=2'd1)) begin
      valid <= 1'b1;
    end else begin
      valid <= 1'b0;
    end
  end
endmodule
### /design/flow/constraint.sdc
current_design fifo_control_unq1

set clk_period 6.0
set clk_io_pct 0.2

create_clock -name clk0 -period $clk_period [get_ports {clk}]

set non_clock_inputs [all_inputs -no_clocks]
set_input_delay [expr $clk_period * $clk_io_pct] -clock clk0 $non_clock_inputs
set_output_delay [expr $clk_period * $clk_io_pct] -clock clk0 [all_outputs]
### /design/flow/run.sh
#!/bin/bash
# OpenROAD 26Q1-2900-gdf79404cd8, Yosys 0.63+post, stock flow scripts
make -C /OpenROAD-flow-scripts/flow DESIGN_CONFIG=/design/flow/config.mk WORK_HOME=/design/flow/orfs finish
### /design/flow/config.mk
export PLATFORM = sky130hd
export DESIGN_NAME = fifo_control_unq1
export DESIGN_NICKNAME = fifo_control_unq1
export VERILOG_FILES = /design/flow/design.v
export SDC_FILE = /design/flow/constraint.sdc
export NUM_CORES = 4
export LEC_CHECK = 1
export CORE_UTILIZATION = 30
==> changes_impl.md <==
### Changed

* Instance area at placement at 0.0160 mm^2
* Post-CTS setup buffers at 0
* Vias/cell at 4.93
* Required @ worst endpoint at 6.39 ns
* Initial antenna violation count at 3
* Peak Freq at 0.180 GHz
* Cell count listed in synth_stat.txt at 1361
* Startpoint Class: input port
* Worst clock skew at 0.0136 ns
* GRT Overall Usage at 15.6%
* Post-Synthesis Cell Area at 0.0139 mm^2
* Final Slew Violations at 0
* Worst-path fanout max at 4
* Global placer's final weighted congestion at 0.947
* Core box area at 0.0455 mm^2
* Cell variety after synth at 84
* Tot Pwr at 5.80 mW
* Final hold vios at 0
* CP Buf/Inv Count at 1
* Worst slew pin tran at 0.823 ns
* Rel. slew slack at 44.7%
* CTS Buffer Depth at 2
* Die Span Y at 217 um
* Worst hold slack at 0.384 ns
* Register pins left without a clock at 48
* Main flop type: edfxtp_1
* Worst path top cell family by delay: AND-OR/OR-AND gates
* Share of layout cells above drive strength 1 at 12.1%
* Register Area at 0.00599 mm^2
* Final setup vio count at 0
* GRT met2 Usage at 22.6%
* Asr flop ratio synth at 31.1%
* HP Class: flip-flop to flip-flop
* Hpwl dp at 26.1 mm
* Arr. time, crit path at 5.94 ns
* GR Overflow Total at 0
* Remaining antenna violation count at 0
* Tcrit/Tclk final at 92.4%
* WS Path Type: input port to flip-flop
* DRT iter0 DRCs at 664
* Port buffer count at 138
* Yosys reg bits at 244
* Resized cells post-CTS at 0
* Static leakage at 6.54 nW
* Router iterations before antenna repair at 5
* Yosys stat area at 0.0139 mm^2
* Util after Layout at 36.7%
* Syn Inst Count at 1361
* First-pass GRT wire length at 55.9 mm
* Power Density at 348 mW/mm^2
* TritonCTS buffer count at 17
* Status: complete, no violations
* Chip area at 0.0471 mm^2
* FP Util at 30.5%
* Max Cap Violations at 0
* Pin count of the biggest net entering global routing at 53
* Endpoints left unconstrained at 96
* Fillers at 4487
* Slowest stage cell, crit path: fa_1
* Clk ins delay skew pair at 0.49 ns
* Most common cell after layout, fill and taps aside: clkdlybuf4s50_1
* Most numerous logic cells after layout: 137 x clkdlybuf4s50_1, 104 x ha_1, 102 x nor2_1
* Vias after detailed routing at 10400
* Die width at 217 um
* M1 GR Usage at 24.0%
* RSZ-0062 raised after global routing: no
* Worst path max stage delay at 0.43 ns
* Root Buffer: clkbuf_16
* I/O pin count at 139
* Worst Setup End Kind: flip-flop
* Maximum vdd drop at 0.000189 V
* Total wire length at 35.4 mm
* Crit-path cells: clkdlybuf4s50_1 > and2_1 > fa_1 > a211oi_1 > nor3_1 > or2_2 > nand3_1 > xnor2_1 > ha_1 > a21o_1 > a2111oi_0 > o21ai_0 > a31o_2 > o41a_1 > a311oi_1 > o31ai_2 > and2_4 > nor4_4
* Number of remaining DRC errors at 0
* Vias in the first global route at 9961
* Syn Area/Cell at 10.2 um^2
* Logic area at 0.00747 mm^2
* Worst-path clk slew at 0.08 ns
* Synth warn at 4
* H-tree depth at 4
* Tool Warnings at 33
* Row count at 78
* Syn-to-layout area delta at 20.2%
* Grt met3 use at 3.75%
* Cts hold-fix bufs at 0
* Post-route minimum period at 5.55 ns
* Count of library flops with an enable pin at 96
* Post-Layout Inst Area at 0.0167 mm^2
* GRT busiest layer: met1
* WL/cell at 16.8 um
* CTS tree: yes
==> routing by layer <==
metal  wire, um  vias up
li1           -     5205
met1      17100     4931
met2      15500      224
met3       1980       39
met4        884        0
met5          0        -
==> through the flow <==
step / setup TNS, ns / cells / setup WS (ns)
6_report: 0 / 2108 / 0.455
2_1_floorplan: 0 / 1361 / 0.621
3_5_place_dp: -0.716 / 2074 / -0.0833
3_3_place_gp: 0 / 2074 / 0.00730
4_1_cts: 0 / 2106 / 0.461
5_1_grt: 0 / 2108 / 0.127
==> where the power goes <==
| part | switching, mW | internal (mW) |
|---|---|---|
| clock | 0.631 | 0.609 |
| combinational | 1.18 | 1.24 |
| sequential | 0.423 | 1.72 |
| total | 2.24 | 3.57 |
==> final cells by class <==
cell class,instances,area share (%)
antenna,2,0.0300
timing repair buffer,176,10.0
multi-input combinational,1013,44.8
tap,600,4.50
clock buffer,17,2.55
inverter,41,0.931
sequential,244,35.9
clock inverter,15,1.21
==> registers in the layout (all words and copies together) (netlist names), 15 cells and up <==
register            flops
num_words_read         15
input_sr.data_sr       48
data_out_d1            16
write_addr             16
input_sr.data_out      32
output_sr.data_sr      48
read_addr              16
num_words_mem          15
output_sr.data_out     16
==> worst paths after layout <==
check,depth (start not counted),from,slack [ns],to
worst max-delay path,18,depth[0],0.45,write_addr[4]
worst max register to register,15,input_sr.count[1],1.96,delay_outputs
max in group asynchronous,3,reset,3.90,write_addr[12]
min in group asynchronous,2,reset,1.14,output_sr_wen_w2
worst min-delay path,0,read_state_d1[0],0.38,read_state_d2[0]
worst min register to register,0,read_state_d1[0],0.38,read_state_d2[0]
==> cell usage after synthesis, drive strengths merged (5+ instances only) <==
cell type,count,area share (%)
a211oi,19,1.1
a21boi,5,0.30
a21o,19,1.0
a21oi,81,3.0
a22o,10,0.63
a31oi,7,0.32
and2,25,1.2
and3,16,0.73
buf,11,0.47
clkbuf,52,1.4
dfrtp,76,14
dfxtp,24,3.5
dlxtn,48,5.2
edfxtp,96,21
ha,105,9.5
inv,41,1.1
mux2,82,6.7
mux2i,50,3.6
nand2,84,2.3
nand2b,12,0.54
nand3,46,1.7
nand3b,5,0.27
nand4,15,0.68
nor2,102,2.8
nor2b,29,1.3
nor3,20,0.76
nor4,12,0.76
o211ai,6,0.32
o21a,12,0.65
o21ai,70,2.5
o22ai,5,0.23
o31ai,5,0.31
or2,10,0.45
or3,9,0.44
or4,5,0.30
xnor2,63,4.0
xor2,38,2.4
==> logic make-up (layout without fill, tap and decap cells) <==
logic type	Yosys count	after routing	share of synthesized area [%]
muxes	132	132	10.3
xor gates and xnor gates	101	101	6.38
buffers and inverters	104	249	3.00
and+or+nand+nor	400	400	14.7
other	0	2	0
adders and majority gates	108	108	9.83
DFF	196	196	38.0
latches	48	48	5.20
AOI/OAI and AO/OA	272	272	12.7
Power and IR drop assume default switching activity.
