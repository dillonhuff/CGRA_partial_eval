$ cat flow/design.v
module cb_unq1 (
clk, reset,
in_0,
in_1,
in_2,
in_3,
in_4,
in_5,
in_6,
in_7,
in_8,
in_9,
out,
config_addr,
config_data,
config_en
);
  input  clk;
  input  reset;
  input  config_en;
  input [31:0] config_data;
  input [31:0] config_addr;
  output reg [15:0] out;
  input [15:0] in_0;
  input [15:0] in_1;
  input [15:0] in_2;
  input [15:0] in_3;
  input [15:0] in_4;
  input [15:0] in_5;
  input [15:0] in_6;
  input [15:0] in_7;
  input [15:0] in_8;
  input [15:0] in_9;
  reg [31:0] config_cb;
  always @(posedge clk) begin
    if (reset==1'b1) begin
      config_cb <= 32'd0;
    end else begin
      if (config_en==1'b1) begin
         case (config_addr[31:24])
           8'd0: config_cb[31:0] <= config_data;
           default: ;
         endcase
      end
    end
  end
  always @(*) begin
    case (config_cb[3:0])
        4'd0: out = in_0;
        4'd1: out = in_1;
        4'd2: out = in_2;
        4'd3: out = in_3;
        4'd4: out = in_4;
        4'd5: out = in_5;
        4'd6: out = in_6;
        4'd7: out = in_7;
        4'd8: out = in_8;
        4'd9: out = in_9;
        default: out = config_cb[19:4];
    endcase
  end
endmodule
$ cat flow/run.sh
#!/bin/bash
# OpenROAD 26Q1-2900-gdf79404cd8, Yosys 0.63+post, stock flow scripts
make -C /OpenROAD-flow-scripts/flow DESIGN_CONFIG=/design/flow/config.mk WORK_HOME=/design/flow/orfs finish
$ cat flow/config.mk
export PLATFORM = sky130hd
export DESIGN_NAME = cb_unq1
export DESIGN_NICKNAME = cb_unq1
export VERILOG_FILES = /design/flow/design.v
export SDC_FILE = /design/flow/constraint.sdc
export NUM_CORES = 4
export LEC_CHECK = 1
export CORE_AREA = 10 10 137 137
export DIE_AREA = 0 0 147 147
$ cat flow/constraint.sdc
current_design cb_unq1

set clk_period 4.5
set clk_io_pct 0.2

create_clock -name clk0 -period $clk_period [get_ports {clk}]

set non_clock_inputs [all_inputs -no_clocks]
set_input_delay [expr $clk_period * $clk_io_pct] -clock clk0 $non_clock_inputs
set_output_delay [expr $clk_period * $clk_io_pct] -clock clk0 [all_outputs]
==> out/summary.txt <==
status - finished, final reports clean
Yosys top cell by instances - nor2_1
routing usage on met1 - 18.29%
fill cell count - 1642
Relative slew margins - 36.98%
CP endpoint kind - output pin
GRT Util Overall - 14.29%
antenna violations before repair - 0
Chip Area - 0.02161 mm^2
Leak - 1.780 nW
CP Class - reg2out
Inst Count DP - 711
CTS root buffer - clkbuf_16
Period minus WS final - 3.809 ns
CP max-delay cell - dfxtp_2
Avg Vias per Cell - 4.587
hold-fix buffer count after cts - 0
clock transition at the registers of the reported paths - 0.06 ns
Netlist Area Pre-Place - 0.002366 mm^2
Wirelength per Cell - 22.45 um
CP startpoint kind - flip-flop
comb. cell area - 0.001793 mm^2
fin cells - 715
EDFF count, synth - 0
Main synth FF type - dfxtp_1
max-slew violation total from the final report - 0
Largest cells by area - mux2i_1 (17%), dfxtp_1 (17%), nor2_1 (7.3%)
async set or reset register ratio after synthesis - 0%
DRT antenna net count - 0
vias - 3280
post-CTS setup buffers - 0
Worst Hold Class - reg2reg
Chip Area, Yosys - 0.002366 mm^2
Arr. time, crit path - 2.91 ns
hpwl dp - 13.16 mm
Hold Path Origin - config_cb[11]$_SDFFE_PP0P_
Die Wd - 147 um
Sw Share - 20.36%
die height - 147 um
FF-to-FF End - config_cb[3]$_SDFFE_PP0P_
Clock Sinks - 20
R2R setup slack - 3.08 ns
GRT met2 Usage - 24.39%
Largest Register - config_cb
Max clock buf depth - 2
P per Cell Area - 131.0 mW/mm^2
Area growth syn-to-layout - 99.21%
share of cells above drive strength 1 - 6.613%
vias in the first global route - 3650
Log Warnings - 61
ys cells - 309
first-pass GRT wire length - 23.41 mm
ys flops - 20
Worst Skew - 0 ns
1st-iter DRT viols - 130
TNS Setup - 0 ns
Largest regs - config_cb x20
Req. time, crit path - 3.60 ns
cell family with most CP delay - buffers and inverters
combinational power share - 37.1%
Max Cap Viol - 0
Syn. warnings - 1
TritonCTS clock tree - done
clock share of power - 34.1%
total CTS buffers - 3
n_diodes - 0
IO Port Bufs - 206
largest net degree at the start of global routing - 42
CP Cell Sequence - buf_4 > nor2_1 > a32oi_1 > o21ai_0 > o32a_1 > clkdlybuf4s50_1
H-tree Lvls - 1
GRT met3 Usage - 3.837%
# rows - 46
Pre-Place Util - 14.95%
crit path max fanout - 26
post-layout period usage - 84.65%
GR Overflow Total - 0
worst flop-to-flop path startpoint - config_cb[3]$_SDFFE_PP0P_
Setup violations, final - 0
Int Pwr - 0.4918 mW
Switching Power - 0.1257 mW
Hold Path End - config_cb[11]$_SDFFE_PP0P_
Reg area - 405.4 um^2
Post-Syn Area per Cell - 7.657 um^2
FMAX - 262.5 MHz
final hold vios - 0
RSZ-0062 raised after global routing - false
Post-synth seq share - 16.92%
smallest hold slack - 0.4985 ns
worst ir drop on vdd - 94.14 uV
post-synth top area cell - mux2i_1
GP Congestion - 0.7961
Top-area cell share - 17.35%
Tot Pwr - 0.6175 mW
Most Used Layer, Global Route - met2
Post-synth top cells - nor2_1 (46), mux2i_1 (41), dfxtp_1 (20), a21oi_1 (19)
clk latency late pin - 0.25 ns
worst reg-to-reg path cell count - 3
Largest register FFs - 20
Core Area - 0.01583 mm^2
post-cts resize count - 0
Hold Path Cell Cnt - 2
Routed WL - 16.05 mm
drt pass-1 iters - 6
Worst Tran Pin Value - 0.9424 ns
synth unique cells - 52
Flop pwr share - 28.8%
cell count after synthesis - 309
DRC Markers - 0
crit-path max cell delay - 0.72 ns
Buf/Inv on CP - 2
Boundary Pins - 243
==> power by group through the flow <==
stage	Sequential, mW	Clock, mW	Combinational (mW)
6_report	0.178	0.211	0.229
5_1_grt	0.178	0.223	0.245
4_1_cts	0.178	0.215	0.232
==> per-stage QoR <==
step	area, um^2	setup WS (ns)	utilization (%)
after global placement	4624	0.7852	29.22
after floorplan	2366	1.864	-
after CTS	4713	0.6593	29.78
final	4713	0.6909	29.78
after detailed placement	4624	0.7765	29.22
after global routing	4713	0.4873	29.78
==> layer usage <==
layer | share of wire (%) | vias to the layer above
met5 | 0 | -
met1 | 43 | 1533
met2 | 48 | 148
met4 | 1.2 | 0
met3 | 7.4 | 12
li1 | - | 1587
==> tightest hold or removal path, stage by stage (launching register included) <==
cell and delay (ns):
dfxtp_1 0.32, mux2i_1 0.07, nor2_1 0.07
==> cell families after synthesis <==
group	Yosys count	synth area share, %
compound gates	109	33.69
buf+inv	34	7.298
flops	20	16.92
mux	52	24.01
simple gates	94	18.09
==> worst max path at each step <==
stage / startpoint / end / slack (ns) / cells past startpoint
CTS: config_cb[0]$_SDFFE_PP0P_ / out[7] / 0.66 / 5
global route: config_cb[1]$_SDFFE_PP0P_ / out[12] / 0.49 / 6
finish: config_cb[1]$_SDFFE_PP0P_ / out[12] / 0.69 / 6
==> placed cells by master, fill, tap and decap left out, drive strengths merged, types with 3 or more instances in the layout <==
master	count
clkdlybuf4s50	206
nor2	46
mux2i	41
dfxtp	20
a21oi	19
nand2	18
o21ai	13
buf	11
a221oi	9
a32oi	9
a31oi	8
mux2	8
a22oi	7
o22ai	6
nor3	6
nor2b	5
a21o	5
o22a	5
nand2b	4
a22o	4
a222oi	4
o32a	4
clkbuf	4
nand3	3
o221ai	3
mux4	3
inv	3
==> layout make-up <==
type,count,share of cell area [%]
multi-input cells,255,38.04
inverters,3,0.2389
repair buffers,217,45.50
well taps,216,5.734
clock buffers,4,1.885
flip-flops and latches,20,8.601
No activity file was given, so power comes from the tool's default toggle rates.
