<file path="./config.mk">
export PLATFORM = sky130hd
export DESIGN_NAME = cb_unq2
export DESIGN_NICKNAME = cb_unq2
export VERILOG_FILES = /design/flow/design.v
export SDC_FILE = /design/flow/constraint.sdc
export NUM_CORES = 4
export LEC_CHECK = 1
export CORE_AREA = 10 10 70 70
export DIE_AREA = 0 0 80 80
</file>
<file path="./constraint.sdc">
current_design cb_unq2

set clk_period 1.9
set clk_io_pct 0.2

create_clock -name clk0 -period $clk_period [get_ports {clk}]

set non_clock_inputs [all_inputs -no_clocks]
set_input_delay [expr $clk_period * $clk_io_pct] -clock clk0 $non_clock_inputs
set_output_delay [expr $clk_period * $clk_io_pct] -clock clk0 [all_outputs]
</file>
<file path="./design.v">
module cb_unq2 (
clk, reset,
in_0,
in_1,
in_2,
in_3,
in_4,
in_5,
in_6,
in_7,
in_8,
in_9,
out,
config_addr,
config_data,
config_en
);
  input  clk;
  input  reset;
  input  config_en;
  input [31:0] config_data;
  input [31:0] config_addr;
  output reg [0:0] out;
  input [0:0] in_0;
  input [0:0] in_1;
  input [0:0] in_2;
  input [0:0] in_3;
  input [0:0] in_4;
  input [0:0] in_5;
  input [0:0] in_6;
  input [0:0] in_7;
  input [0:0] in_8;
  input [0:0] in_9;
  reg [31:0] config_cb;
  always @(posedge clk) begin
    if (reset==1'b1) begin
      config_cb <= 32'd0;
    end else begin
      if (config_en==1'b1) begin
         case (config_addr[31:24])
           8'd0: config_cb[31:0] <= config_data;
           default: ;
         endcase
      end
    end
  end
  always @(*) begin
    case (config_cb[3:0])
        4'd0: out = in_0;
        4'd1: out = in_1;
        4'd2: out = in_2;
        4'd3: out = in_3;
        4'd4: out = in_4;
        4'd5: out = in_5;
        4'd6: out = in_6;
        4'd7: out = in_7;
        4'd8: out = in_8;
        4'd9: out = in_9;
        default: out = config_cb[4:4];
    endcase
  end
endmodule
</file>
<file path="./run.sh">
#!/bin/bash
# OpenROAD 26Q1-2900-gdf79404cd8, Yosys 0.63+post, stock flow scripts
make -C /OpenROAD-flow-scripts/flow DESIGN_CONFIG=/design/flow/config.mk WORK_HOME=/design/flow/orfs finish
</file>
==> metrics.csv <==
metric,value,unit
status,completed,
Cell Type Count,14,
Fmax,0.5386,GHz
Routed WL per cell,10.62,um
fp_density,0.1015,
Final Cycle Share,0.9772,
initial antenna violation count,0,
clock latency on the worst-skew pair,240,ps
yosys cell count,34,
Syn Area/Cell,10.19,um2
RSZ-0062 raised after global routing,yes,
clk root buf,clkbuf_4,
Setup TNS,0,ps
floorplan row count,21,
most instantiated logic cells after routing,"clkdlybuf4s50_1, nand2b_1, dlygate4sd2_1, mux2i_1, dfxtp_1",
OpenROAD warnings,78,
Slew @ Worst Pin,297.9,ps
pin count of the biggest net entering global routing,11,
Final Max Tran Viols,0,
Detailed Route Iter0 Violations,5,
cell type with the largest total area,dfxtp_1,
"Chip Area, Yosys",346.6,um2
Hold Buf Count CTS,0,
Top reg by flops,config_cb,
xor/xnor share,0,
iteration tally of the first detailed-router pass,2,
CP Class,flip-flop to primary output,
chip width,80,um
cells after synthesis,34,
Flop area,103.9,um2
Synth flops,5,
number of port buffers,26,
Fin. Hold Viols,0,
CTS Buf Count,3,
GRT Overall Usage,0.03624,
Synth Seq Share,0.2888,
Max Cap Viol,0,
Top cell area share,0.2888,
n_diodes,0,
Placed Area,666.9,um2
CP required,1520,ps
"CTS clk-pin slew, worst paths",40,ps
remaining global-route overflow,0,
Routed WL,1.179,mm
Num Clock Sinks,5,
dominant cells by area after synthesis,"dfxtp_1, mux2i_1, nand2b_1, mux4_2, nor3b_2",
routability cong.,0.7263,
Slew headroom,0.8013,
pwr dens,415.0,mW/mm2
yosys adder share,0,
# setup viols final,0,
vias in the first global route,419,
Worst EP arrival,1480,ps
Critical Path End Type,primary output,
synth-to-layout area growth,100.4,%
first-pass GRT wire length,1.814,mm
leakage,0.0002440,uW
core region area,0.003416,mm2
# IOs,78,
aoi share,0,
Layout Utilization,0.2033,
Top logic family,simple AND/OR/NAND/NOR gates,
Largest regs,config_cb x5,
H-tree depth,1,
CTS tree,built,
clock skew,0,ps
Post-Syn Area,346.6,um2
Combinational Area,246.5,um2
mux contribution to synthesized area,0.3032,
hold crit path type,flip-flop to flip-flop,
CP startpoint kind,flip-flop,
Commonest Layout Cell,clkdlybuf4s50_1,
maximum vdd drop,174.4,uV
DRC,0,
# fillers,403,
ratio of cells with drive above 1 in the final layout,0.1846,
Crit Path Max Fanout,4,
Period minus WS final,1857,ps
Synth Warn #,1,
Simple-Gate Area Share,0.3935,
Die H,80,um
Finished Cell Area,694.4,um2
Via Count,363,
max reg flops,5,
post-route ant nets,0,
die footprint,0.006400,mm2
vias per inst,3.270,
clk buf depth,2,
[stage by stage]
step | hold slack (ps) | worst slack, ps | cells | total power (uW)
detailed placement | 478.1 | -403.8 | 106 | 175.2
floorplan | 448.5 | 383.6 | 34 | 119.2
finish | 484.0 | 43.34 | 111 | 288.2
global route | 539.8 | -31.67 | 111 | 308.7
global placement | 477.7 | -394.8 | 106 | 174.5
CTS | 491.2 | -4.556 | 110 | 294.7
[cell usage after synthesis (all sizes together)]
cell type  n
nor2       2
nand2b     9
buf        1
nor3       2
nor4       2
and3       1
mux2i      6
mux4       2
and4b      1
dfxtp      5
nor3b      2
or2b       1
[worst max-delay path: stages, from the launching register on]
cell	delay [ps]
dfxtp_4	370
mux4_2	500
nor3b_2	180
nor4_2	60
buf_2	120
[layer usage]
layer | track usage | part of all wire | vias up | routed length, um
met4 | 0.007042 | 0.0085 | 0 | 10
met5 | 0 | 0 | - | 0
met2 | 0.03692 | 0.27 | 27 | 316
met1 | 0.05433 | 0.58 | 147 | 681
met3 | 0.02841 | 0.15 | 2 | 171
li1 | - | - | 187 | -
[layout make-up]
cell class                      count  share of cell area
Multi-Input combinational cell     28              0.3550
Sequential cell                     5              0.1496
Timing Repair Buffer               28              0.3748
Tap cell                           46             0.08288
Clock buffer                        4             0.03784
[timing repair]
item,CTS,global route
endpoints found under the setup margin,1,1
setup buffers,0,1
gates resized,14,0
pin swaps,3,1
[final timing paths]
| kind | slack [ps] | from | endpoint | depth (start not counted) |
|---|---|---|---|---|
| worst max-delay path | 40 | config_cb[0]$_SDFFE_PP0P_ | out[0] | 4 |
| worst max register to register | 1120 | config_cb[0]$_SDFFE_PP0P_ | config_cb[0]$_SDFFE_PP0P_ | 2 |
| worst min register to register | 480 | config_cb[4]$_SDFFE_PP0P_ | config_cb[4]$_SDFFE_PP0P_ | 2 |
| worst min-delay path | 480 | config_cb[4]$_SDFFE_PP0P_ | config_cb[4]$_SDFFE_PP0P_ | 2 |
[power breakdown]
group,total (uW),internal (uW),switching (uW)
clock network,123,79.4,43.6
logic,61.1,48.5,12.5
registers,104,104,0.182
total,288,232,56.3
[logic make-up after synthesis]
kind of cell           count (synthesis)
DFF                                    5
muxes                                  8
buffers and inverters                  1
and+or+nand+nor                       20
Power and IR drop assume default switching activity.
