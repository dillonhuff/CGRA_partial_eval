==> flow/design.v <==
module input_sr_unq1(
clk,
reset,
data_in,
wen,
data_out,
avail_w1,
avail_w2,
ren_w1,
ren_w2,
count
);
  input clk;
  input reset;
  input [15:0] data_in;
  input ren_w1;
  input ren_w2;
  input wen;
  output reg avail_w1;
  output reg avail_w2;
  output reg [31:0] data_out;
  reg [47:0] data_sr;
  output reg [1:0] count;
  always @(posedge clk) begin
   if (wen==1'b1) begin
     data_sr <= {data_sr[31:0],data_in};
   end
  end
  always @(posedge clk) begin
  end
  always @(posedge clk or posedge reset) begin
    if (reset==1'b1) begin
      count <= 2'd0;
    end else begin
      if (wen==1'b1 && (ren_w2==1'b0 && ren_w1==1'b0)) begin
        count <= count + 2'd1;
      end else if (wen==1'b1 && ren_w2==1'b1) begin
        count <= count - 2'd1;
      end else if (wen==1'b0 && ren_w2==1'b1) begin
        count <= count - 2'd2;
      end else if (wen==1'b0 && ren_w1==1'b1) begin
        count <= count - 2'd1;
      end else if (wen==1'b1 && ren_w1==1'b1) begin
        count <= count;
      end
    end
  end
  always @(*) begin
      avail_w2 <= 1'b0;
      if (wen==1'b0 && ren_w2==1'b0) begin
        avail_w2 <= (count >= 2'd2);        
      end else if (wen==1'b0 && ren_w2==1'b1) begin
        avail_w2 <= 1'b0;      
      end else if (wen==1'b1 && ren_w2==1'b0) begin
        avail_w2 <= (count >= 2'd1);      
      end else if (wen==1'b1 && ren_w2==1'b1) begin
        avail_w2 <= (count == 2'd3);      
      end
  end
  always @(*) begin
      avail_w1 <= 1'b0;
      if (wen==1'b0 && ren_w1==1'b0 && ren_w2==1'b0) begin
        avail_w1 <= (count >= 2'd1);      
      end else if (wen==1'b0 && ren_w1==1'b0 && ren_w2==1'b1) begin
        avail_w1 <= (count == 2'd3); 
      end else if (wen==1'b0 && ren_w1==1'b1) begin
        avail_w1 <= (count >= 2'd2);      
      end else if (wen==1'b1 && ren_w1==1'b0 && ren_w2==1'b0) begin
        avail_w1 <= 1'b1;      
      end else if (wen==1'b1 && ren_w1==1'b0 && ren_w2==1'b1) begin
        avail_w1 <= (count >= 2'd2);
      end else if (wen==1'b1 && ren_w1==1'b1) begin
        avail_w1 <= 1'b1;      
      end
  end
  always @(*) begin
    if (ren_w2==1'b1) begin
      if (count==2'd2) begin
        data_out <= data_sr[31:0];
      end else if (count==2'd3) begin
        data_out <= data_sr[47: 16];
      end
    end else if (ren_w1==1'b1) begin
      if (count==2'd1) begin
        data_out <= {16'd0, data_sr[15:0]};
      end else if (count==2'd2) begin
        data_out <= {16'd0, data_sr[31:16]};
      end else if (count==2'd3) begin
        data_out <= {16'd0, data_sr[47: 32]};
      end
    end else begin
      data_out <= 32'd0;
    end
  end
endmodule
module linebuffer_control_unq1(
clk,
reset,
data_in,
wen,
data_out,
stall_read,
valid,
almost_full,
almost_empty,
almost_count,
depth,
addr_to_mem,
data_to_mem,
data_from_mem,
wen_to_mem,
ren_to_mem
);
input clk;
input reset;
input [15:0] data_in;
input wen;
input stall_read;
input [3:0] almost_count;
input [31:0] data_from_mem;
input [13:0] depth;
output valid;
output wen_to_mem;
output ren_to_mem;
output [15:0] data_out;
output [31:0] data_to_mem;
output reg [15:0] addr_to_mem;
output reg almost_full;
output reg almost_empty;
reg phase;
reg input_sr_ren_w1;
reg input_sr_ren_w2;
reg output_sr_ren;
reg output_sr_wen_w1;
reg output_sr_wen_w2;
reg prev_stall_read;
reg delay_outputs;
reg warp;
reg [1:0] read_state;
reg [1:0] read_state_d1;
reg [1:0] read_state_d2;
reg [1:0] read_state_d3;
reg [15:0] read_addr;
reg [15:0] write_addr;
reg [15:0] num_words_mem;
reg [15:0] num_words_read;
reg [15:0] data_out_d1;
reg valid_d1;
wire input_sr_a1;
wire input_sr_a2;
wire move_last_pixel_from_sr_to_sr;
wire [31:0] output_sr_data_in;
wire [15:0] warp_addr;
wire [15:0] total_word_count;
wire [1:0] input_sr_count;
wire [15:0] data_out_d0;
wire valid_d0;
wire [15:0] depth_even;
wire stall_read_int;
wire output_sr_data_avail;
input_sr_unq1  input_sr(
.clk(clk),
.reset(reset),
.data_in(data_in),
.wen(wen),
.data_out(data_to_mem),
.avail_w1(input_sr_a1),
.avail_w2(input_sr_a2),
.ren_w1(input_sr_ren_w1),
.ren_w2(input_sr_ren_w2),
.count(input_sr_count)
);
output_sr_unq1  output_sr(
.clk(clk),
.reset(reset),
.data_in(output_sr_data_in),
.wen_w1(output_sr_wen_w1),
.wen_w2(output_sr_wen_w2),
.data_out(data_out_d0),
.avail(output_sr_data_avail),
.ren(output_sr_ren),
.valid(valid_d0)
);
always @(posedge clk or posedge reset) begin
  if (reset==1'b1) begin
    phase <= 1'b0;
  end else begin
    phase <= ~phase;
  end
end
assign move_last_pixel_from_sr_to_sr = (read_state_d2==2'd1) && (read_state_d1==2'd0) && (input_sr_count==2'd1) && (((num_words_read+1'b1)==depth)) ; 
assign output_sr_data_in = (input_sr_ren_w1==1'b1)?data_to_mem:data_from_mem;
assign wen_to_mem = input_sr_ren_w2;
assign depth_even = ((depth>>1)<<1);
always @(posedge clk or posedge reset) begin
  if (reset==1'b1) begin
    input_sr_ren_w1 <= 1'b0;
    input_sr_ren_w2 <= 1'b0;
  end else begin
    input_sr_ren_w2 <= 1'b0;
    input_sr_ren_w1 <= 1'b0;
    if (phase==1'b0) begin  
      if (input_sr_a2==1'b1) begin
        input_sr_ren_w2 <= 1'b1;
        input_sr_ren_w1 <= 1'b0;
      end else if (move_last_pixel_from_sr_to_sr==1'b1) begin
        input_sr_ren_w2 <= 1'b0;
        input_sr_ren_w1 <= 1'b1;
      end
    end else begin 
    end
  end
end
assign warp_addr = ((depth + almost_count) >> 1) - 16'd1;
assign total_word_count = num_words_mem + input_sr_count;
assign ren_to_mem = (phase==1'b0) & (read_state==2'd1);
always @(posedge clk or posedge reset) begin
  if (reset==1'b1) begin
    num_words_mem <= 16'd0;
    read_addr <= 16'd0;
    write_addr <= 16'd0;
  end else begin
    if (phase==1'b1) begin 
      if (input_sr_ren_w2 == 1'b1) begin
        if (write_addr>=warp_addr) begin
          write_addr <= 16'd0;
        end else begin
        write_addr <= write_addr + 1;
        end
        num_words_mem <= num_words_mem + 2;
      end
    end else begin
      if (read_state==2'd1) begin
        if (read_addr>=warp_addr) begin
          read_addr <= 16'd0;
        end else begin
          read_addr <= read_addr + 1;
        end
        num_words_mem <= num_words_mem - 2;
      end
    end
  end
end
assign stall_read_int = (total_word_count<(depth-3'd5));  
always @(posedge clk or posedge reset) begin
  if (reset==1'b1) begin
    read_state <= 2'd0;
    num_words_read <= 16'd0;
    delay_outputs <= 1'b0;
    warp <= 1'b0;
  end else begin
    if (phase==1'b0) begin
      warp <= 1'b0;
      if ((read_state == 2'd0) && (stall_read==1'b0) && (stall_read_int==1'b0)) begin  
        read_state <= 2'd1; 
        delay_outputs <= prev_stall_read;
      end else if ((read_state == 2'd1) && (stall_read==1'b0) && ((num_words_read+2'd2)<depth_even)) begin 
        read_state <= 2'd1;  
        num_words_read <= (warp==1'b1)?16'd2:num_words_read + 16'd2;
      end else if ((read_state == 2'd1) && (stall_read==1'b1) && ((num_words_read+2'd2)<depth_even)) begin
        read_state <= 2'd2;  
      end else if ((read_state == 2'd1) && ((num_words_read+2'd2)>=depth_even)) begin
        if ((stall_read==1'b0) && (stall_read_int==1'b0)) begin
          read_state <= 2'd1;
        end else begin
          read_state <= 2'd0;
          delay_outputs <= 1'b0;
        end
        warp <= 1'b1;        
        num_words_read <= num_words_read + 16'd2;
      end else if ((read_state == 2'd2) && (stall_read==1'b0)) begin
        read_state <= 2'd1;  
        delay_outputs <= prev_stall_read;
      end
    end
  end
end
always @(posedge clk or posedge reset) begin
  if (reset==1'b1) begin
    output_sr_wen_w1 <= 1'b0;
    output_sr_wen_w2 <= 1'b0;
    output_sr_ren <= 1'b0;
  end else begin
    output_sr_wen_w1 <= 1'b0;
    output_sr_wen_w2 <= 1'b0;
    output_sr_ren <= 1'b0;
    if (phase==1'b0) begin
      if (read_state_d1==2'd1) begin
        output_sr_wen_w2 <= 1'b1;
      end
      if ((read_state_d2==2'd1) && (read_state_d1==2'd0) && (input_sr_count==2'd1) && (((num_words_read+1'b1)==depth))) begin
        output_sr_wen_w1 <= 1'b1;
      end
    end
    if ((output_sr_data_avail==1'b1)&&(stall_read==1'b0)) begin
      output_sr_ren <= 1'b1;
    end
  end
end
always @(posedge clk) begin
  prev_stall_read <= (stall_read || stall_read_int);
  read_state_d1 <= read_state;
  read_state_d2 <= read_state_d1;
  read_state_d3 <= read_state_d2;
  valid_d1 <= valid_d0;
  data_out_d1 <= data_out_d0;
  almost_full <= (total_word_count>=depth);
  almost_empty  <= (total_word_count<=almost_count);
end
assign data_out = (delay_outputs==1'b1)?data_out_d1:data_out_d0;
assign valid = (delay_outputs==1'b1)?valid_d1:valid_d0;
always @(*) begin
  if (phase==1'b0) begin
    addr_to_mem = read_addr;
  end else begin
    addr_to_mem = write_addr;
  end
end
endmodule
module output_sr_unq1(
clk,
reset,
data_in,
wen_w1,
wen_w2,
data_out,
avail,
ren,
valid
);
  input clk;
  input reset;
  input [31:0] data_in;
  input wen_w2;
  input wen_w1;
  input ren;
  output reg valid;
  output reg avail;
  output reg [15:0] data_out;
  reg [47:0] data_sr;
  reg [1:0] count;
  always @(posedge clk) begin
   if (wen_w2==1'b1) begin
     data_sr <= {data_sr[15:0],data_in};
   end else if (wen_w1==1'b1) begin
     data_sr <= {data_sr[31:0],data_in[15:0]};
   end
  end
  always @(posedge clk or posedge reset) begin
    if (reset==1'b1) begin
      count <= 2'd0;
    end else begin
      if (((wen_w1==1'b0) && (wen_w2==1'b0)) && ren==1'b1) begin
        count <= count - 2'd1;
      end else if (wen_w1==1'b1 && ren==1'b0) begin
        count <= count + 2'd1;
      end else if (wen_w2==1'b1 && ren==1'b0) begin
        count <= count + 2'd2;
      end else if (wen_w1==1'b1 && ren==1'b1) begin
        count <= count;
      end else if (wen_w2==1'b1 && ren==1'b1) begin
        count <= count + 2'd1;
      end
    end
  end
  always @(*) begin
      avail <= 1'b0;
      if (((wen_w1==1'b0)&&(wen_w2==1'b0)) && ren==1'b0) begin
        avail <= (count >= 2'd1);
      end else if (((wen_w1==1'b0)&&(wen_w2==1'b0)) && ren==1'b1) begin
        avail <= (count >= 2'd2);
      end else if ((wen_w1==1'b1||wen_w2==1'b1) && ren==1'b0) begin
        avail <= 1'b1;
      end else if ((wen_w1==1'b1||wen_w2==1'b1) && ren==1'b1) begin
        avail <= 1'b1;
      end
  end
  always @(*) begin
    if (ren==1'b1) begin
      if (count==2'd1) begin
        data_out <= {data_sr[15:0]};
      end else if (count==2'd2) begin
        data_out <= {data_sr[31:16]};
      end else if (count==2'd3) begin
        data_out <= {data_sr[47: 32]};
      end
    end else begin
      data_out <= 16'd0;
    end
  end
  always @(*) begin
    if ((ren==1'b1) && (count>=2'd1)) begin
      valid <= 1'b1;
    end else begin
      valid <= 1'b0;
    end
  end
endmodule
==> flow/run.sh <==
#!/bin/bash
# OpenROAD 26Q1-2900-gdf79404cd8, Yosys 0.63+post, stock flow scripts
make -C /OpenROAD-flow-scripts/flow DESIGN_CONFIG=/design/flow/config.mk WORK_HOME=/design/flow/orfs finish
==> flow/config.mk <==
export PLATFORM = sky130hd
export DESIGN_NAME = linebuffer_control_unq1
export DESIGN_NICKNAME = linebuffer_control_unq1
export VERILOG_FILES = /design/flow/design.v
export SDC_FILE = /design/flow/constraint.sdc
export NUM_CORES = 4
export LEC_CHECK = 1
export CORE_UTILIZATION = 50
==> flow/constraint.sdc <==
current_design linebuffer_control_unq1

set clk_period 4.8
set clk_io_pct 0.2

create_clock -name clk0 -period $clk_period [get_ports {clk}]

set non_clock_inputs [all_inputs -no_clocks]
set_input_delay [expr $clk_period * $clk_io_pct] -clock clk0 $non_clock_inputs
set_output_delay [expr $clk_period * $clk_io_pct] -clock clk0 [all_outputs]
==> run summary <==
yosys + openroad results -> Int Pwr=4.02 mW, GR Util All Layers=25.1%, Post-Syn Area=0.0139 mm2, Net Sw Power=2.27 mW, register pins left without a clock=48, HPWL Detailed=24.9 mm, ys cells=1384, clk buf depth=2, main flop type=edfxtp_1, min Tclk post-route=4600 ps, tool warning count=34, total wire length=33.6 mm, #FFs+latches synth=244, Avg Cell Area, Syn=10.1 um2, Fmax achieved=0.217 GHz, clock share of power=24.1%, Clk pin slew, worst setup/hold paths=70 ps, Req. time, crit path=5180 ps, Power Dens Cells=369 mW/mm2, first-pass GRT wire length=53.2 mm, yosys warns=3, Residual DRC=0, DR WL/cell=17.1 um, post-route ant nets=0, clk latency late pin=440 ps, crit-path max FO=5, layout cell share with drive strength beyond 1=16.4%, asr flop ratio synth=31.1%, H-Tree Level Count=4, Pre-antenna DRT Iters=5, Chip Area=0.0285 mm2, CP startpoint kind=primary input, initial drt markers=783, vias per inst=5.41, # fillers=2193, number of I/O pins=139, PortBufs=138, Min Hold Slack=420 ps, antenna violations before repair=1, PnR worst setup slack=201 ps, Die Width=169 um, Setup Slack @ Placement=-685 ps, Placer Congestion=0.877, Die H=169 um, cts hold-fix bufs=0, Cell Rows=60, Max VDD drop=0.318 mV, outcome=completed, P&R area growth vs syn=22.4%, MaxCap Viol Count=0, # setup viols final=0, Setup Skew=12.8 ps, overall power=6.29 mW, Non-Filler Instances=1963, Final Core Density=62.9%, Mapped Cells=1384, DR vias=10600, placed cells=1925, Post-synth EDFFs=96, Flop pwr share=36.9%, cycle use final=95.8%, root buf cell=clkbuf_16, leakage=7.00 nW, core area=0.0271 mm2, Sw Share=36.1%, crit path kind=primary input to register, Fin. Hold Viols=0, combinational share of power=39.0%, Chip Area, Yosys=0.0139 mm2, Crit. End Element=register, TritonCTS buffer count=17, post-synthesis cell type count=77, Worst EP arrival=4980 ps, vias in the first global route=9642, final slew viol count=0, largest net degree at the start of global routing=53, CTS tree=built, overflow left after global routing=0, worst rel slew slack=47.0%, Worst Tran Pin Value=795 ps, endpoints left unconstrained=96, hold crit path type=register to register, FP Util=51.3%
[power groups by stage]
stage | logic, mW | registers [mW] | clock network [mW]
after CTS | 2.45 | 2.32 | 1.55
after global routing | 2.78 | 2.37 | 1.62
final | 2.45 | 2.32 | 1.52
[cell families after synthesis]
kind of cell | after synthesis | synth area share [%]
and+or+nand+nor | 405 | 14.2
AOI/OAI and AO/OA | 277 | 12.8
buffers and inverters | 115 | 3.44
DFF | 196 | 37.8
xor gates and xnor gates | 98 | 6.17
adders and majority gates | 108 | 9.80
muxes | 137 | 10.6
latches | 48 | 5.18
[routing by layer]
metal / vias up / global-route usage, % / part of all wire [%]
li1: 5400 / - / -
met1: 4985 / 43.7 / 51
met2: 216 / 34.9 / 43
met3: 22 / 4.93 / 5.1
met4: 0 / 2.57 / 1.2
met5: - / 0 / 0
[area by class of cell]
class                      instances  area [um2]  area share (%)
sequential                       244        5990            35.1
antenna                            1        2.50          0.0147
inverter                          49         185            1.09
clock inverter                    15         198            1.16
clock buffer                      17         425            2.50
multi-input combinational       1025        7620            44.7
timing repair buffer             240        2160            12.7
tap                              372         465            2.73
[cells in the mapped netlist (5+ instances only)]
library cell  instances  share of area, %
a211oi_1              8              0.43
a21o_1               18              0.97
a21oi_1              75               2.7
a22o_1               10              0.63
a31oi_1               7              0.31
and2_1               24               1.1
and3_1               17              0.76
buf_1                 6              0.16
clkbuf_1             48               1.3
dfrtp_1              76                14
dfxtp_1              24               3.5
dlxtn_1              48               5.2
edfxtp_1             96                21
ha_1                105               9.4
inv_1                46               1.2
mux2_2               81               6.6
mux2i_1              56               4.0
nand2_1              86               2.3
nand2b_1             11              0.49
nand3_1              47               1.7
nand4_1              22              0.99
nor2_1              114               3.1
nor2b_1              27               1.2
nor3_1               24              0.86
nor4_1                7              0.31
o2111ai_1             5              0.31
o211ai_1              5              0.27
o21a_1               11              0.59
o21ai_0              83               3.0
o31ai_1               6              0.32
or2_2                 5              0.22
or3_1                 6              0.27
xnor2_1              66               4.2
xor2_1               32               2.0
[registers in the layout (all words and copies together), names as in the netlist, 2 cells and up]
name                count
output_sr.data_out     16
input_sr.data_sr       48
write_addr             16
read_state_d2           2
num_words_read         15
read_addr              16
input_sr.count          2
data_out_d1            16
output_sr.count         2
num_words_mem          15
output_sr.data_sr      48
read_state_d1           2
input_sr.data_out      32
read_state              2
[worst max-delay path: stages]
cell           delay (ps)
dlygate4sd2_1         240
and2_4                140
fa_2                  390
xnor2_2               160
and2_4                180
o221ai_4              100
a211oi_2              290
xnor2_2               150
ha_1                  270
a21o_1                170
a21o_1                170
a21o_1                150
a21o_1                170
o32a_1                150
a311o_1               310
a21bo_1               220
a311oi_4              230
buf_6                 170
buf_6                 110
and3_1                140
a221o_1               100
[final timing paths]
| path | startpoint | end | slack [ps] | cells after the start |
|---|---|---|---|---|
| min reg2reg | read_state_d1[0] | read_state_d2[0] | 420 | 0 |
| min | read_state_d1[0] | read_state_d2[0] | 420 | 0 |
| max | depth[0] | read_addr[5] | 200 | 21 |
| min in group asynchronous | reset | write_addr[6] | 880 | 2 |
| max reg2reg | num_words_read[1] | num_words_read[6] | 1050 | 16 |
| max in group asynchronous | reset | output_sr_wen_w2 | 2870 | 3 |
[stage by stage]
| stage | cell area (um2) | setup TNS [ps] |
|---|---|---|
| 5_1_grt | 17000 | -4.72 |
| 4_1_cts | 16900 | 0 |
| 3_3_place_gp | 16200 | -17110 |
| 6_report | 17000 | 0 |
| 3_5_place_dp | 16200 | -18770 |
| 2_1_floorplan | 13900 | 0 |
[what timing repair did]
item	CTS	global route
setup endpoints to repair	29	32
endpoints found under the hold margin	0	0
cloned	2	0
buffers inserted	2	1
gates resized	25	23
pin swaps	15	16
[cell usage in the layout, fill, tap and decap left out, types with 27 or more instances in the layout]
cell type / n
clkdlybuf4s50_1: 129
nor2_1: 113
ha_1: 99
buf_4: 97
edfxtp_1: 96
nand2_1: 86
mux2_2: 81
o21ai_0: 80
dfrtp_1: 75
a21oi_1: 74
xnor2_1: 63
mux2i_1: 56
dlxtn_1: 48
inv_1: 45
nand3_1: 45
xor2_1: 32
nor2b_1: 27
Power and IR drop assume default switching activity.
